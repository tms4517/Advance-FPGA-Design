--- ./run.sh ---
#!/bin/bash
# OpenROAD 26Q1-2900-gdf79404cd8, Yosys 0.63+post, stock flow scripts
make -C /OpenROAD-flow-scripts/flow DESIGN_CONFIG=/design/flow/config.mk WORK_HOME=/design/flow/orfs finish
--- ./design.v ---
`default_nettype none
module I2S
  ( input  var logic i_sck  
  , input  var logic i_ws   
  , input  var logic i_sd   
  , output var logic [23:0] o_dataL  
  , output var logic [23:0] o_dataR  
  );
    logic ws_q;
    logic wsRisingEdge, wsFallingEdge;
    logic leftChannel, rightChannel;
    always_ff @(posedge i_sck)
      ws_q <= i_ws;
    always_comb wsRisingEdge  = !ws_q && i_ws;
    always_comb wsFallingEdge = ws_q && !i_ws;
    always_comb leftChannel  = wsFallingEdge;
    always_comb rightChannel = wsRisingEdge;
    logic leftChannel_q, rightChannel_q;
    always_ff @(posedge i_sck)
      leftChannel_q <= leftChannel;
    always_ff @(posedge i_sck)
      rightChannel_q <= rightChannel;
    logic [4:0] bitCounter_q;
    logic dataCapture;
    always_ff @(posedge i_sck)
      if(wsRisingEdge || wsFallingEdge)
        bitCounter_q <= 5'd16;
      else
        bitCounter_q <= bitCounter_q - 1'b1;
    always_comb dataCapture = (bitCounter_q != 0);
    logic sd_q;
    logic [23:0] sdWord;  
    always_ff @(posedge i_sck)
      sd_q <= i_sd;
    always_ff @(posedge i_sck)
      sdWord <= {sdWord[22:0], sd_q};
    logic [23:0] dataR_q, dataL_q;
    always_ff @(posedge i_sck)
      if (leftChannel_q)
        dataR_q <= {sdWord[15:0], 8'b0};
      else
        dataR_q <= dataR_q;
    always_ff @(posedge i_sck)
      if (rightChannel_q)
        dataL_q <= {sdWord[15:0], 8'b0};
      else
        dataL_q <= dataR_q;
    always_comb o_dataL = dataL_q;
    always_comb o_dataR = dataR_q;
endmodule
`resetall
--- ./config.mk ---
export PLATFORM = sky130hd
export DESIGN_NAME = I2S
export DESIGN_NICKNAME = I2S
export VERILOG_FILES = /design/flow/design.v
export SDC_FILE = /design/flow/constraint.sdc
export NUM_CORES = 4
export LEC_CHECK = 1
export CORE_AREA = 10 10 102 102
export DIE_AREA = 0 0 112 112
--- ./constraint.sdc ---
current_design I2S

set clk_period 1.7
set clk_io_pct 0.2

create_clock -name clk0 -period $clk_period [get_ports {i_sck}]

set non_clock_inputs [all_inputs -no_clocks]
set_input_delay [expr $clk_period * $clk_io_pct] -clock clk0 $non_clock_inputs
set_output_delay [expr $clk_period * $clk_io_pct] -clock clk0 [all_outputs]
==> flow_summary.ini <==
; physical design summary
[clocking]
cts-root-buf = clkbuf_8
cts_sinks = 52
ctsResizeCount = 0
cts_buffers = 5
htree_levels = 2
clock_path_buffers = 2
clock_latency_ps = 290
cts_setup_buffers = 0
clk_pin_slew_ps = 90
cts_hold_buf = 0
cts_tree = done

[sta]
rsz0062_at_grt = no
slew_viol_final = 0
fin_tns_setup_ps = 0
hold_viol = 0
setup_viol = 0
finalCriticalPeriod_ps = 1530
holdWs_ps = 347
fmax_ghz = 0.655
fin_skew_ps = 4.62
fin_crit_sh_pct = 89.8

[floorplan]
die_area_um2 = 12500
fp-row-count = 33
fp-utilization_pct = 19.3
fp.coreArea_um2 = 8220
die_h_um = 112
pin_count = 51
die-width_um = 112

[setup_path]
crit_slowest_cell = clkdlybuf4s50_1
crit_fanout = 2
critical_path_required_ps = 1360
cp_top_family = buffers and inverters
crit_type = reg -> out
worstPathArrival_ps = 1190
end_kind = output pin
path_cells = clkdlybuf4s50_1
slowest_delay_ps = 490
crit_buf_inv = 1
crit_path_start_kind = flip-flop

[synthesis]
yosys_area_um2 = 1590
ys_ff = 52
avgSynthCellArea_um2 = 17.8
synth_cell_type_count = 9
netlist_instances = 89
netlist.area_leader.share_pct = 45.4
area_leaders = dfxtp_1, edfxtp_1, mux2_4, buf_4, mux2_2
ys_warn_count = 1
ys_cells = 89
synth_seq_share_pct = 75.7
netlist_area_um2 = 1590
largest_area_cell = dfxtp_1

[grt]
grt_max_degree = 17
gr-total-overflow = 0
antenna_found_initial = 0
grt_pass1_vias = 774
track_usage_pct = 4.13
grt_first_pass_wirelength_um = 4220

[pwr]
power_density_nw_per_um2 = 1140
ir_drop_mv = 0.482
power.total_w = 0.00241
p_leak_nw = 0.813

[layout]
area_growth_pct = 33.0
final_core_util_pct = 25.7
drive_above_1_share_pct = 20.6
fillers = 839
final_cell_count_no_fill = 236

[detailed_routing]
diodes = 0
post-route-drc-count = 0
vias = 730
drt_iter0_markers = 41
wl_um = 2730
ant_nets = 0
viasPerCell = 3.09
drt_pre_antenna_iters = 3
wl_per_cell_um = 11.6

[placement]
gp_congestion = 0.672
dp.cells = 228
portBuffers = 34
dp_hpwl_um = 2020

[status]
status = completed

[flow_run]
warnings = 25
maxCapViolations = 0

[worst_hold_path]
hold_class = reg -> reg
## state kept, by name, summed over array words and instances (netlist names)
register	flops
dataL_q	16
dataR_q	16
leftChannel_q	1
rightChannel_q	1
sdWord	16
sd_q	1
ws_q	1
## kinds of logic (layout without fill, tap and decap cells)
logic type	Yosys count	after routing	synth area share (%)
AND/OR/NAND/NOR	2	2	0.789
other	1	16	0.236
flip-flops	52	52	75.7
multiplexers	16	16	13.7
buffers and inverters	18	45	9.54
## metal layers
metal	track usage, %	up-vias	routed length [µm]
met5	0	-	0
met4	0.677	0	46
met3	2.17	6	268
met2	6.18	31	1180
met1	5.32	344	1240
li1	-	349	-
## stage by stage
stage,setup WS [ps],cell area (µm²)
floorplan,711,1640
finish,173,2110
CTS,144,2110
detailed placement,499,2000
global route,101,2110
global placement,488,2000
## power by group
part / total [W] / leakage (nW) / switching [W] / internal, W
logic: 0.000175 / 0.305 / 0.0000346 / 0.000140
clock network: 0.000829 / 0.0541 / 0.000393 / 0.000436
registers: 0.00140 / 0.454 / 0.0000375 / 0.00136
total: 0.00241 / 0.813 / 0.000465 / 0.00194
## worst paths after layout
kind	from	to	slack, ps	cells after the start
worst max-delay path	dataR_q[11]	o_dataR[11]	170	1
worst min-delay path	sd_q	sdWord[0]	350	0
worst max register to register	rightChannel_q	dataL_q[22]	590	2
worst min register to register	sd_q	sdWord[0]	350	0
## Yosys cell counts
cell and instances:
conb_1 1, mux2_2 6, buf_6 1, nor2b_1 2, buf_4 16, dfxtp_1 36, edfxtp_1 16, buf_12 1
mux2_4 10
## final cells by class
cell class              count  area [µm²]  area share, %
clock buffers               5        68.8           3.26
clock inverters             3        42.5           2.02
multi-input cells          34         290           13.8
flip-flops and latches     52        1200           56.9
well taps                 105         131           6.23
repair buffers             37         375           17.8
## placed cells by master (no fill, tap or decap)
cell,netlist,layout
bufinv_16,0,1
buf_12,1,1
nor2b_1,2,2
buf_4,16,2
mux2_4,10,10
dfxtp_1,36,36
mux2_2,6,6
conb_1,1,16
clkbuf_8,0,5
edfxtp_1,16,16
clkinv_2,0,1
clkdlybuf4s50_1,0,34
clkinvlp_4,0,1
Power figures rest on the tool's default switching activity, not on a simulated workload.
