[design/flow/config.mk]
export PLATFORM = sky130hd
export DESIGN_NAME = iterativeDivision
export DESIGN_NICKNAME = iterativeDivision
export VERILOG_FILES = /design/flow/design.v
export SDC_FILE = /design/flow/constraint.sdc
export NUM_CORES = 4
export LEC_CHECK = 1
export CORE_UTILIZATION = 40
[design/flow/constraint.sdc]
current_design iterativeDivision

set clk_period 8.7
set clk_io_pct 0.2

create_clock -name clk0 -period $clk_period [get_ports {i_clk}]

set non_clock_inputs [all_inputs -no_clocks]
set_input_delay [expr $clk_period * $clk_io_pct] -clock clk0 $non_clock_inputs
set_output_delay [expr $clk_period * $clk_io_pct] -clock clk0 [all_outputs]
[design/flow/design.v]
`default_nettype none
module iterativeDivision
  #(parameter int unsigned DATA_W = 32)
  ( input  var logic i_clk
  , input  var logic [DATA_W-1:0] i_dividend
  , input  var logic [DATA_W-1:0] i_divisor
  , input  var logic i_start  
  , output var logic [DATA_W-1:0] o_quotient
  , output var logic [DATA_W-1:0] o_remainder
  , output var logic o_finish  
  );
  logic [5:0] counter_q;
  always_ff @(posedge i_clk)
    if (i_start)
      counter_q <= '0;
    else
      counter_q <= counter_q + 1'b1;
  logic doProcess_d, doProcess_q;
  always_ff @(posedge i_clk)
    doProcess_q <= doProcess_d;
  always_comb
    if (i_start)
      doProcess_d = '1;
    else if (counter_q == 6'd31)
      doProcess_d = '0;
    else
      doProcess_d = doProcess_q;
  logic finalShift;
  always_ff @(posedge i_clk)
    finalShift <= doProcess_q;
  always_comb
    if (counter_q == 6'd33)
      o_finish = '1;
    else
      o_finish = '0;
  logic [DATA_W-1:0] divisor_q;
  always_ff @(posedge i_clk)
    if (i_start)
      divisor_q <= i_divisor;
    else
      divisor_q <= divisor_q;
  logic [(2*DATA_W)-1:0] dividendRemainder_q, dividendRemainder_d;
  always_ff @(posedge i_clk)
    if (i_start)
      dividendRemainder_q <= {32'b0, i_dividend};
    else
      dividendRemainder_q <= dividendRemainder_d;
  logic [DATA_W-1:0] opA, opB;
  always_comb
    opA = dividendRemainder_q[(2*DATA_W)-1:DATA_W];
  always_comb
    opB = divisor_q;
  logic shiftIn;
  always_comb
    if ((opA > opB) || (opA == opB))
      shiftIn = '1;
    else
      shiftIn = '0;
  logic [DATA_W-1:0] partialRemainder;
  always_comb
    partialRemainder = opA - opB;
  logic [DATA_W-1:0] quotient_d, quotient_q;
  always_ff @(posedge i_clk)
    if (i_start)
      quotient_q <= '0;
    else
      quotient_q <= quotient_d;
  always_comb
    if ((doProcess_q || finalShift) && shiftIn)
      quotient_d = {quotient_q[DATA_W-2:0], 1'b1};
    else if ((doProcess_q || finalShift) && !shiftIn)
      quotient_d = quotient_q << 1;
    else
      quotient_d = quotient_q;
  always_comb
    o_quotient = quotient_q;
  always_comb
    if (doProcess_q && !shiftIn)
      dividendRemainder_d = dividendRemainder_q << 1;
    else if (doProcess_q && shiftIn)
      dividendRemainder_d = {partialRemainder, dividendRemainder_q
                             [DATA_W-1:0]} << 1;
    else
      dividendRemainder_d = dividendRemainder_q;
  always_comb
    o_remainder = dividendRemainder_q[(2*DATA_W)-1:DATA_W];
endmodule
`resetall
[design/flow/run.sh]
#!/bin/bash
# OpenROAD 26Q1-2900-gdf79404cd8, Yosys 0.63+post, stock flow scripts
make -C /OpenROAD-flow-scripts/flow DESIGN_CONFIG=/design/flow/config.mk WORK_HOME=/design/flow/orfs finish
==> deck_impl_summary.md <==
Flow Results at a Glance

Synthesis
  • Post-synth EDFFs: 64
  • Simple share: 0.129
  • Ys async rst share: 0
  • Aoi share: 0.161
  • Post-Syn Instances: 744
  • Syn_area_per_cell: 9.73 um2
  • Ys Warns: 1
  • Mapped cell area: 7240 um2
  • MUX share of area: 0.0676
  • # Cells Yosys: 744
  • Seq cells post-synth: 136
  • Unique masters post-synth: 64
  • Comb area leader: AND-OR/OR-AND gates
  • XOR Share, Synth: 0.0375
  • Synth Seq Share: 0.465
  • Main flop type: dfxtp_1
  • Yosys adder share: 0.0615
  • Chip Area, Yosys: 7240 um2

Clock tree
  • Worst-path clk slew: 0.06 ns
  • Clk sinks: 136
  • Maximum clock insertion buffer count: 2
  • CTS H-tree depth: 4
  • Setup Fix Bufs, Post-CTS: 0
  • Hold buffers post-CTS: 0
  • Root buffer cell: clkbuf_16
  • CTS resizes: 0
  • Num CTS Buffers: 17
  • Latest clock arrival within the worst-skew pair: 0.41 ns
  • CTS tree: done

Critical path
  • Critical path launch point type: register
  • Crit path max fanout: 25
  • CP max stage cell: fa_1
  • Worst endpoint required time: 9.02 ns
  • Worst path max stage delay: 0.41 ns
  • CP cell instances: inv_1 -> ha_1 -> inv_1 -> fa_1 -> a211oi_1 -> o211ai_2 -> nand4_1 -> nand2_1 -> o31ai_2 -> buf_4 -> nand2_2 -> buf_4 -> mux2i_1 -> a211oi_1
  • Worst setup path class: register to register
  • Crit end category: register
  • Crit path DAT: 3.72 ns

Placement
  • Gpl congestion: 0.875
  • Placed inst area: 8450 um2
  • Detail Placement HPWL: 10.7 mm
  • PortBufs: 130

Pwr
  • Power per Cell Area: 169 nW/um2
  • Leak pwr: 3.52 nW
  • Seq pwr share: 0.469
  • Maximum VDD drop: 0.131 mV
  • Switching share of power: 0.219
  • Psw: 0.000332 W
  • Logic gate share of total power: 0.084
  • P_int: 0.00119 W
  • Clock Power Share: 0.448

Timing
  • Pins Over Slew Limit: 0
  • Final Skew: 0.0117 ns
  • Final Hold Viols: 0
  • RSZ-0062 raised after global routing: false
  • Max Clk Rate: 294 MHz
  • Tcrit/Tclk final: 0.391
  • Setup tns final: 0 ns
  • Min cycle time layout: 3.40 ns
  • Worst Tran Pin Value: 0.729 ns
  • Endpoints failing setup: 0
  • Relative slew margins: 0.514

Global routing
  • Antenna violations before repair: 0
  • Largest net degree at the start of global routing: 73
  • Gr usage total: 0.178
  • GRT Residual Overflow: 0
  • Vias in the first global route: 5,131
  • First-pass GRT wire length: 25.4 mm

Cells and area
  • Fraction of layout cells with a size suffix above 1: 0.103
  • Top cells excl fill/tap: clkdlybuf4s50_1 (129), nand2_1 (99), dfxtp_1 (71)
  • Combinational gate area: 3310 um2
  • Synthesis-to-layout area growth: 24.4%
  • Cell area after layout: 9010 um2
  • Storage element area: 3360 um2
  • Most frequent logic cell in the layout: clkdlybuf4s50_1
  • Fillcell total: 1,522

Hold path
  • HP Class: register to register

Die
  • FP Util: 0.414
  • Row count: 48
  • Core area: 17,500 um2
  • # IOs: 131
  • Die area: 18,600 um2
  • Die width: 137 um
  • Die Y: 137 um

Route
  • Initial DRC Count: 314
  • Vias per std cell: 5.15
  • Antenna Nets Post-Route: 0
  • ANT cells: 0
  • Drt wl/cell: 14.4 um
  • DRT Pass-1 Iters: 6
  • # DRC: 0
  • Vias: 5,463
  • Detailed Route WL: 15.3 mm

Flow run
  • Max-Cap Viols: 0
  • Tool warnings: 26

Status
  • Status: finished clean
==> cells in the mapped netlist (all sizes together), types with 14 or more instances <==
cell type / n / area share
edfxtp: 64 / 0.27
a21oi: 61 / 0.044
nor2: 55 / 0.029
mux2: 31 / 0.048
mux2i: 14 / 0.019
dfxtp: 72 / 0.20
a211oi: 19 / 0.020
ha: 34 / 0.059
nand3: 22 / 0.015
o21ai: 16 / 0.011
a21o: 22 / 0.023
xnor2: 18 / 0.022
clkbuf: 36 / 0.019
nand2: 100 / 0.052
inv: 38 / 0.020
buf: 40 / 0.040
==> power groups by stage <==
stage	Combinational (W)	Clock (W)	Sequential, W
5_1_grt	0.000140	0.000727	0.000716
4_1_cts	0.000128	0.000696	0.000713
6_report	0.000127	0.000680	0.000712
==> stage by stage <==
| step | total power [W] | hold WS [ns] | util | instances | setup slack (ns) |
|---|---|---|---|---|---|
| 3_5_place_dp | 0.000852 | 0.449 | 0.484 | 1030 | 5.29 |
| 6_report | 0.00152 | 0.455 | 0.515 | 1061 | 5.30 |
| 5_1_grt | 0.00158 | 0.482 | 0.515 | 1061 | 5.01 |
| 3_3_place_gp | 0.000851 | 0.438 | 0.484 | 1030 | 5.41 |
| 4_1_cts | 0.00154 | 0.457 | 0.515 | 1061 | 5.26 |
| 2_1_floorplan | 0.000800 | 0.329 | - | 744 | 5.59 |
==> layout make-up <==
type / count / share of cell area
flip-flops and latches: 136 / 0.374
multi-input cells: 494 / 0.368
repair buffers: 137 / 0.150
clock buffers: 17 / 0.0472
well taps: 225 / 0.0313
inverters: 38 / 0.0158
clock inverters: 14 / 0.0146
==> logic make-up after synthesis <==
group | after synthesis
muxes | 45
xor gates and xnor gates | 31
AOI/OAI and AO/OA | 169
and+or+nand+nor | 214
buffers and inverters | 114
adders and majority gates | 35
DFF | 136
==> final timing paths <==
path / startpoint / end / slack [ns] / depth (start not counted)
max reg2reg: dividendRemainder_q[32] / dividendRemainder_q[34] / 5.30 / 14
min: quotient_q[31] / quotient_q[31] / 0.45 / 2
min reg2reg: quotient_q[31] / quotient_q[31] / 0.45 / 2
max: dividendRemainder_q[32] / dividendRemainder_q[34] / 5.30 / 14
==> flip-flops by register name, summed over array words and instances (netlist names) <==
register,count
divisor_q,32
counter_q,6
doProcess_q,1
dividendRemainder_q,64
quotient_q,32
finalShift,1
==> metal layers <==
layer | part of all wire | vias to the layer above | track usage
li1 | - | 2760 | -
met1 | 0.50 | 2563 | 0.296
met4 | 0.0082 | 0 | 0.0167
met2 | 0.44 | 133 | 0.259
met5 | 0 | - | 0
met3 | 0.052 | 7 | 0.0344
==> worst max-delay path, delay by kind of cell, from the launching register on <==
kind | cells | cell delay, ns
buffers and inverters | 4 | 0.69
flip-flops | 1 | 0.33
AND-OR/OR-AND | 4 | 1.05
multiplexers | 1 | 0.16
AND/OR/NAND/NOR | 3 | 0.50
adder cells (fa/ha/maj) | 2 | 0.57
Power figures rest on the tool's default switching activity, not on a simulated workload.
